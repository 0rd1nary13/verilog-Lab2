## design.v

```verilog
module Top_Level #(parameter NS=60, NH=24)(
  input Reset,
        Timeset, 	   
        Alarmset,	   
		Minadv,
		Hrsadv,
		Alarmon,
		Pulse,		   
  output [6:0] S1disp, S0disp, 	    
               M1disp, M0disp, 
               H1disp, H0disp,
  output logic Buzz);	            
  logic[6:0] TSec, TMin, THrs,      
             AMin, AHrs;		    
  logic[6:0] Min, Hrs;
  logic S_max, M_max, H_max, 	    
        TMen, THen, AMen, AHen; 
  logic alarm_trigger;              
  assign TMen = (Timeset & Minadv) | (!Timeset & S_max);   
  assign THen = (Timeset & Hrsadv) | (!Timeset & S_max & M_max);   
  assign AMen = Alarmset & Minadv;            
  assign AHen = Alarmset & Hrsadv;            
  assign Min = Alarmset? AMin : TMin;         
  assign Hrs = Alarmset? AHrs : THrs;         
  ct_mod_N  Sct(
    .clk(Pulse), .rst(Reset), .en(!Timeset), .modulus(7'(NS)),
    .ct_out(TSec), .ct_max(S_max));
  ct_mod_N Mct(
    .clk(Pulse), .rst(Reset), .en(TMen), .modulus(7'(NS)),
    .ct_out(TMin), .ct_max(M_max));
  ct_mod_N  Hct(
	.clk(Pulse), .rst(Reset), .en(THen), .modulus(7'(NH)),
    .ct_out(THrs), .ct_max(H_max));
  ct_mod_N Mreg(
    .clk(Pulse), .rst(Reset), .en(AMen), .modulus(7'(NS)),
    .ct_out(AMin), .ct_max()  ); 
  ct_mod_N  Hreg(
    .clk(Pulse), .rst(Reset), .en(AHen), .modulus(7'(NH)),
    .ct_out(AHrs), .ct_max() ); 
  lcd_int Sdisp(					   
    .bin_in    (TSec)  ,
	.Segment1  (S1disp),
	.Segment0  (S0disp)
	);
  lcd_int Mdisp(
    .bin_in    (Min),
	.Segment1  (M1disp),
	.Segment0  (M0disp)
	);
  lcd_int Hdisp(
    .bin_in    (Hrs),
	.Segment1  (H1disp),
	.Segment0  (H0disp)
	);
  alarm a1(
    .tmin(TMin), .amin(AMin), .thrs(THrs), .ahrs(AHrs), .buzz(alarm_trigger)
	);
  assign Buzz = alarm_trigger & Alarmon;
endmodule
module alarm(
  input[6:0]   tmin,
               amin,
			   thrs,
			   ahrs,						 
  output logic buzz
);
  always_comb
    buzz = (tmin == amin) && (thrs == ahrs);
endmodule
module ct_mod_N (
  input             clk, 
                    rst, 	    
                    en,		    
  input       [6:0] modulus,    
  output logic[6:0] ct_out,	    
  output logic      ct_max);    
  always_ff @(posedge clk)	 begin :clk_loop
    if(rst)	begin      :reset_loop
	  ct_out <= 'b0;
	end			       :reset_loop
	else if(en)	begin  :inc_loop
      if(ct_out == modulus-1) ct_out <= 'b0;
	  else                    ct_out <= ct_out + 'b1;
    end				   :inc_loop
  end	  :clk_loop
  always_comb begin ct_max = ct_out==(modulus-1); end   
endmodule
module lcd_int(
  input[6:0] bin_in,
  output logic [6:0] Segment1,
                     Segment0);
  logic[3:0] bin0;			   
  logic[3:0] bin1;           
  always_comb begin
    if (bin_in < 100) begin
      bin0 = bin_in % 10;     
      bin1 = bin_in / 10;     
    end else begin
      bin0 = bin_in % 10;
      bin1 = (bin_in / 10) % 10;
    end
  end
  always_comb case(bin0) 
    4'b0000 : Segment0 = 7'b1111110;  
    4'b0001 : Segment0 = 7'b0110000;  
    4'b0010 : Segment0 = 7'b1101101;  
    4'b0011 : Segment0 = 7'b1111001;  
    4'b0100 : Segment0 = 7'b0110011;  
    4'b0101 : Segment0 = 7'b1011011;  
    4'b0110 : Segment0 = 7'b1011111;  
    4'b0111 : Segment0 = 7'b1110000;  
    4'b1000 : Segment0 = 7'b1111111;  
    4'b1001 : Segment0 = 7'b1111011;  
    default : Segment0 = 7'b0000000;  
  endcase
  always_comb case(bin1) 
    4'b0000 : Segment1 = 7'b1111110;  
    4'b0001 : Segment1 = 7'b0110000;  
    4'b0010 : Segment1 = 7'b1101101;  
    4'b0011 : Segment1 = 7'b1111001;  
    4'b0100 : Segment1 = 7'b0110011;  
    4'b0101 : Segment1 = 7'b1011011;  
    4'b0110 : Segment1 = 7'b1011111;  
    4'b0111 : Segment1 = 7'b1110000;  
    4'b1000 : Segment1 = 7'b1111111;  
    4'b1001 : Segment1 = 7'b1111011;  
    default : Segment1 = 7'b0000000;  
  endcase
endmodule
```

## run.sh

```bash
#!/bin/bash
# OpenROAD 26Q1-2900-gdf79404cd8, Yosys 0.63+post, stock flow scripts
make -C /OpenROAD-flow-scripts/flow DESIGN_CONFIG=/design/flow/config.mk WORK_HOME=/design/flow/orfs finish
```

## config.mk

```make
export PLATFORM = sky130hd
export DESIGN_NAME = Top_Level
export DESIGN_NICKNAME = Top_Level
export VERILOG_FILES = /design/flow/design.v
export SDC_FILE = /design/flow/constraint.sdc
export NUM_CORES = 4
export LEC_CHECK = 1
export CORE_UTILIZATION = 50
```

## constraint.sdc

```tcl
current_design Top_Level

set clk_period 6.1
set clk_io_pct 0.2

create_clock -name clk0 -period $clk_period [get_ports {Pulse}]

set non_clock_inputs [all_inputs -no_clocks]
set_input_delay [expr $clk_period * $clk_io_pct] -clock clk0 $non_clock_inputs
set_output_delay [expr $clk_period * $clk_io_pct] -clock clk0 [all_outputs]
```

==> results.toml <==
# synthesis and place-and-route metrics
[run_status]
status = "finished, violations left"
violations = "negative setup slack"

[synth]
area_leaders = "dfxtp_1 (13%), ha_1 (12%), xnor2_1 (5.9%)"
synth-async-reset-ratio_pct = 0
syn_area_sq_mm = 0.00553
synth_cell_types = 99
synth_chip_area_sq_mm = 0.00553
top_cell_area_share_pct = 12.7
avgSynthCellArea_sq_um = 7.51
ys_warn_count = 3
ys_seq_elements = 35
largest_area_cell = "dfxtp_1"
yosysCellCount = 736
ys_seq_share_pct = 12.7
edf_count = 0
syn-instance-count = 736
synthFlopType = "dfxtp_1"

[job]
warnings = 61
drv_cap = 0

[drt]
vias = 6146
drt_iter0_drc = 402
wirelength_microns = 16500
avgRoutedWirePerCell_microns = 15.3
ant_nets = 0
antenna_cells = 0
remaining_drc_errors = 0
viasPerCell = 5.71
first_pass_iters = 5

[power]
ir_drop_mv = 0.0948
clkPwrFrac_pct = 34.6
leakagePower_uw = 0.00359
p_per_area_mw_per_mm2 = 72.4
p_comb_share_pct = 25.3
power.share.switching_pct = 28.1
p_switching_uw = 171
seq_power_share_pct = 40.1
p_int_uw = 439

[critical_path]
startpoint_type = "input port"
cp_max_fo = 4
required_ns = 4.88
cp-startpoint = "Alarmset"
critical_path_arrival_ns = 4.96
reg2reg_from = "Sct.ct_out[1]"
worstSetupEndpointType = "output port"
r2r-end = "Hct.ct_out[6]"
crit_type = "input port to output port"
ff2ff_path_depth = 9
reg2reg_slack_ns = 3.44

[timing]
final.setup.tns_ns = -0.206
relSlewSlack_pct = 36.3
post-route-min-period_ns = 6.18
skew_ns = 0.0109
rsz0062_at_grt = "true"
whs_ns = 0.587
fmax_mhz = 162
setup_viol = 5
hold_violations = 0
drv_slew = 0
worst_slack_ns = -0.0787
tightest_slew_ns = 0.929
period_used_pct = 101

[final_layout]
synthToLayoutAreaGrowth_pct = 52.6
logic_area_sq_mm = 0.00527
lay_top_count = "buf_4"
n_fill_cell = 678
lay_top_cells = "buf_4 (141), nor2_1 (73), nand2_1 (46)"
seq_area_sq_um = 701
fin_cells = 1077
drive_above_1_share_pct = 39.3

[floorplan]
dieArea_sq_mm = 0.0115
core_sq_mm = 0.0108
die_width_microns = 107
initCoreUtil_pct = 51.2
rows = 38
fp.dieH_microns = 107
boundaryPins = 50

[clock_network]
cts_tree = "built"
cts_buffers = 5
cts.sinks = 35
clock.latency.late_pin_ns = 0.29
hold_buffers = 0
path_clk_slew_ns = 0.08
cts_root_buf = "clkbuf_8"
cts_max_path_buffers = 2
cts_max_level = 2

[grt]
grt-ovfl-total = 0
grt_use_met3_pct = 1.55
grt_antenna_before_repair = 0
grt_usage_pct = 26.1
grt-busiest-layer = "met2"
grt_pass1_vias = 5305
grt_pass1_wl_microns = 24700
met1_usage_pct = 40.6
met2_usage_pct = 41.5
grt_max_degree = 20

[placed_design]
gp_congestion = 0.887
dp.final_hpwl_microns = 10400
dpl.cell_count = 1011
portBuffers = 49

[worst_hold_path]
holdPathStages = 2
min_to = "Hreg.ct_out[1]"
holdCritPathClass = "register to register"
hp-start = "Hreg.ct_out[1]"
-- cells by family after synthesis --
family	count (synthesis)	synth area share, %
compound gates	189	24.6
xor+xnor	54	8.97
fa+ha+maj	59	13.2
buf+inv	85	6.68
flops	35	12.7
mux	42	8.44
simple gates	272	25.4
-- flip-flops by register name (all words and copies together), names as in the netlist --
register,cells
Mct.ct_out,7
Mreg.ct_out,7
Hct.ct_out,7
Hreg.ct_out,7
Sct.ct_out,7
-- layer usage --
metal  vias up  share of wire (%)
li1       3084                  -
met1      2909                 51
met2       145                 44
met3         8                4.0
met4         0               0.55
met5         -                  0
-- how the worst max path moves through the flow --
stage                        to  slack, ns
after CTS             M0disp[0]      -0.17
after global routing  M0disp[0]      -0.29
final                 M0disp[0]      -0.08
-- final cells by class --
type / instances / area share [%]
Multi-Input combinational cell: 616 / 62.5
Timing Repair Buffer: 230 / 23.5
Sequential cell: 35 / 8.31
Inverter: 48 / 2.29
Tap cell: 140 / 2.08
Clock buffer: 5 / 0.816
Clock inverter: 3 / 0.519
-- timing repair --
action	4_1_cts	5_1_grt
pin swaps	53	47
buffers inserted	37	23
setup endpoints to repair	28	31
gates resized	161	101
-- worst max-delay path, cell delays in order --
cell and delay (ns):
buf_12 0.11, mux2_4 0.31, inv_4 0.06, ha_4 0.12, o221a_4 0.19, nor2_4 0.04, xnor2_2 0.13, inv_1 0.06
ha_2 0.17, or4_4 0.45, nand2_4 0.09, nand4b_4 0.10, a311oi_4 0.31, buf_4 0.18, nor2_1 0.04, xnor2_1 0.19
xnor2_1 0.16, buf_4 0.15, buf_6 0.09, or2b_1 0.21, a222oi_1 0.37, buf_2 0.18
-- metrics by stage --
step / util (%) / total power [uW] / worst slack [ns] / instance area (sq um)
after floorplan: - / 326 / -0.100 / 5620
after global placement: 65.0 / 380 / -0.393 / 7010
after detailed placement: 65.0 / 381 / -0.462 / 7010
after CTS: 73.2 / 604 / -0.168 / 7910
after global routing: 78.1 / 647 / -0.293 / 8430
final: 78.1 / 610 / -0.0787 / 8430
-- power by group through the flow --
stage / combinational, uW / clock (uW) / sequential, uW
4_1_cts: 145 / 214 / 244
5_1_grt: 172 / 229 / 246
6_report: 154 / 211 / 245
-- cells in the mapped netlist, types with 4 or more instances --
cell,number
nor2_1,81
nand2_1,56
ha_1,55
a21oi_1,41
inv_1,39
xnor2_1,37
dfxtp_1,35
o21ai_0,35
mux2i_1,28
nand3_1,23
nor3_1,21
clkbuf_1,20
xor2_1,14
nand4_1,13
buf_2,11
and2_1,10
mux2_2,10
a31oi_1,9
and3_1,9
a211oi_1,8
a21o_1,8
nand2b_1,7
nand3b_1,7
nor2b_1,6
o211ai_1,6
o21ai_1,6
o22ai_1,6
inv_2,5
nor3b_1,5
nor4_1,5
o221ai_1,5
a21boi_0,4
maj3_1,4
or2_2,4
Power and IR drop assume default switching activity.
